$ cat design.v
module vibrato(
	input signed [15:0] leftSampleIn,
	input signed [15:0] rightSampleIn,
	output signed [15:0] leftSampleOut,
	output signed [15:0] rightSampleOut,
	input signed [15:0] Q,
	output signed [15:0] D,
	output [15:0] write_address,
	output [15:0] read_address,
	output W_E,
	input ADCLRCK,
	input [31:0] sin,
	input disabled
	);
	logic flag = 0;
	logic signed [31:0] sample = 0;
	logic [31:0] delay_time = 0;
	logic [31:0] prevSin = 0;
	logic [31:0] new_delay_time = 0;
	always @(posedge ADCLRCK)begin
		if(flag == 0)begin
			D = leftSampleIn;
			leftSampleOut = leftSampleIn;
			rightSampleOut = rightSampleIn;
			W_E = 1;
			write_address = 0;
			read_address = 0;
			flag = 1;
			prevSin = sin;
			delay_time = (240 * sin) >> 9;	 
		end
		else begin
			if(disabled == 0)begin
				if(sin != prevSin)begin
					new_delay_time = (240 * sin) >> 9;
				end
				prevSin = sin;
				if(write_address < delay_time)begin
					write_address = write_address + 1;
					read_address = read_address + 1;
				end
				else begin
					write_address = 0;
					read_address = 0;
					delay_time = new_delay_time;
				end
				sample = Q;
				leftSampleOut = sample[15:0];
				rightSampleOut = sample[15:0];
				D = leftSampleIn;
			end
			else begin
				leftSampleOut = leftSampleIn;
				rightSampleOut = rightSampleIn;
			end
		end
	end
endmodule
$ cat run.sh
#!/bin/bash
# OpenROAD 26Q1-2900-gdf79404cd8, Yosys 0.63+post, stock flow scripts
make -C /OpenROAD-flow-scripts/flow DESIGN_CONFIG=/design/flow/config.mk WORK_HOME=/design/flow/orfs finish
$ cat constraint.sdc
current_design vibrato

set clk_period 8.4
set clk_io_pct 0.2

create_clock -name clk0 -period $clk_period [get_ports {ADCLRCK}]

set non_clock_inputs [all_inputs -no_clocks]
set_input_delay [expr $clk_period * $clk_io_pct] -clock clk0 $non_clock_inputs
set_output_delay [expr $clk_period * $clk_io_pct] -clock clk0 [all_outputs]
$ cat config.mk
export PLATFORM = sky130hd
export DESIGN_NAME = vibrato
export DESIGN_NICKNAME = vibrato
export VERILOG_FILES = /design/flow/design.v
export SDC_FILE = /design/flow/constraint.sdc
export NUM_CORES = 4
export LEC_CHECK = 1
export CORE_UTILIZATION = 40
==> flow_metrics.py <==
# Physical implementation metrics
metrics = {
    "grt": {
        "use_met2": 0.2805,
        "use_met1": 0.2820,
        "grt.total_usage": 0.1783,
        "grt_max_degree": 55,
        "grt_use_met3": 0.03512,
        "grt_pass1_vias": 6366,
        "grt_pass1_wl_um": 32800,
        "antenna_found_initial": 0,
        "grt_overflow": 0,
        "grt.busiest_layer": "met1",
    },
    "yosys": {
        "numSynthFlops": 177,
        "flop_cell": "edfxtp_1",
        "ys_types": 66,
        "ys_warn_count": 16,
        "yosysChipArea_um2": 9744,
        "edf_count": 103,
        "ys_cells": 876,
        "postSynthSeqShare": 0.4694,
        "synthCells": 876,
        "synthArstFlopShare": 0,
        "syn_area_per_cell_um2": 11.12,
        "syn_area_um2": 9744,
    },
    "worst_setup_path": {
        "worst_path_max_delay_cell": "fa_1",
        "timing.reg2reg.worst_path_depth": 7,
        "crit_chain": "clkdlybuf4s50_1 > inv_1 > fa_1 > fa_1 > inv_1 > ha_1 > nand4_1 > or2_2 > nor4_1 > a221o_1 > a31oi_1 > xnor2_1 > mux2_2",
        "worstPathMaxFanout": 7,
        "rr_startpoint": "prevSin[23]",
        "path_buffers": 3,
        "timing.rr.end": "delay_time[7]",
        "worst_ep_arrival_time_ns": 5.49,
        "end_kind": "flop",
        "rrSetupSlack_ns": 5.18,
        "path_class": "in -> reg",
        "required_ns": 8.57,
        "cp-start-kind": "input pin",
        "cpPeakStageDelay_ns": 0.51,
        "cp_top_family": "adder cells",
    },
    "pwr": {
        "share_comb_of_total_power": 0.342,
        "p_int_mw": 2.013,
        "clkPwrFrac": 0.268,
        "sw_frac_of_total": 0.3092,
        "p_switching_uw": 900.8,
        "power.density_nw_per_um2": 237.1,
        "power.total_mw": 2.913,
        "irDropWorstVdd_mv": 0.1301,
        "leakage_nw": 5.177,
        "seq_power_share": 0.391,
    },
    "final_timing": {
        "slew_viol_final": 0,
        "rsz0062_at_grt": "no",
        "fin_crit_ns": 5.315,
        "setup_tns_ns": 0,
        "fmax_mhz": 188.1,
        "skew_ns": 0.01140,
        "whs_ns": 0.4854,
        "hold_viol": 0,
        "fin_ws_ns": 3.085,
        "final-setup-viol-count": 0,
        "tightest_slew_ns": 0.8214,
        "relSlewSlack": 0.4483,
        "fin_crit_sh": 0.6328,
    },
    "clock_network": {
        "cts_buffers": 17,
        "cts_resized": 0,
        "cts_tree": "done",
        "cts_max_path_buffers": 2,
        "path_clk_slew_ns": 0.07,
        "insertion_delay_ns": 0.43,
        "cts_setup_buffers": 0,
        "cts-root-buf": "clkbuf_16",
        "clkSinkCount": 177,
        "holdBufCountCts": 0,
        "h-tree-depth": 4,
    },
    "route": {
        "diodes": 0,
        "drc": 0,
        "dr.pass1.iters": 6,
        "routed_wl_um": 20230,
        "drtIter0Drc": 466,
        "ant_nets": 0,
        "viasPerCell": 4.688,
        "wl_per_cell_um": 14.70,
        "dr_total_vias": 6451,
    },
    "hold_path": {
        "hold_start": "delay_time[24]",
        "hold_end": "delay_time[24]",
        "holdCritPathClass": "reg -> reg",
        "min_path_cells": 1,
    },
    "final_layout": {
        "stdcell_count": 1376,
        "drive_gt1_frac": 0.09272,
        "stdcell_area_um2": 12290,
        "n_fill_cell": 2171,
        "finalCoreUtilization": 0.5188,
        "syn_to_final_growth_pct": 26.08,
    },
    "floorplanning": {
        "ioPinCount": 163,
        "placementRows": 56,
        "die_w_um": 158.1,
        "fp.coreArea_um2": 23680,
        "die_y_um": 158.1,
        "chipArea_um2": 24990,
        "fp-utilization": 0.4115,
    },
    "run": {
        "cap_violations": 0,
        "warnings": 27,
    },
    "placed_design": {
        "port-buffer-count": 161,
        "dp_cells": 1344,
        "placed_area_um2": 11710,
        "dp_hpwl_um": 15350,
        "pre_cts_ws_ns": 2.650,
        "routabilityCongestion": 0.8470,
    },
    "outcome": {
        "status": "finished clean",
    },
}
[cells in the final DEF (no fill, tap or decap), drive strengths merged, types with 3 or more instances in the layout]
cell	netlist	layout
nor4	7	7
nor2b	6	6
clkdlybuf4s50	0	161
clkinv	0	4
and3	14	14
nor3	4	4
ha	44	44
fa	48	48
a21oi	27	27
nand4	20	20
and2	4	4
nor2	60	60
a31oi	4	4
a211oi	3	3
o21a	3	3
nand2	152	152
a22o	10	10
nand2b	4	4
o21ai	15	15
xnor2	58	58
a21o	9	9
dfxtp	74	74
xor2	29	29
buf	10	4
edfxtp	103	103
nand3	7	7
inv	89	99
mux2	36	36
clkbuf	7	18
[cell type report]
cell class                      instances  area, um^2  area share
Timing Repair Buffer                  165        1642      0.1336
Inverter                               89       336.6     0.02740
Clock inverter                         14       133.9     0.01090
Tap cell                              319       399.1     0.03249
Clock buffer                           18       439.2     0.03575
Multi-Input combinational cell        594        4761      0.3875
Sequential cell                       177        4574      0.3723
[sequential cells by signal, summed over array words and instances (netlist names)]
signal and flops:
read_address 16, delay_time 32, D 16, write_address 16, flag 1, new_delay_time 32
leftSampleOut 16, prevSin 32, rightSampleOut 16
[logic make-up after synthesis]
logic type	share of synthesized area
xor gates and xnor gates	0.07820
buffers and inverters	0.04391
DFF	0.4694
and+or+nand+nor	0.1338
adders and majority gates	0.1551
AOI/OAI and AO/OA	0.06985
other	0.0003848
muxes	0.04931
[layer usage]
metal  part of all wire  vias up
met2               0.48      122
met3              0.040       10
met1               0.47     3019
met4             0.0092        0
li1                   -     3300
met5                  0        -
[power groups by stage]
| stage | clock network, mW | registers [mW] | logic (mW) |
|---|---|---|---|
| 4_1_cts | 0.807 | 1.14 | 1.01 |
| 5_1_grt | 0.842 | 1.15 | 1.12 |
| 6_report | 0.779 | 1.14 | 0.996 |
[Yosys cell counts (3+ instances only)]
library cell | count | share of area
edfxtp_1 | 103 | 0.32
nand2_1 | 150 | 0.058
a21o_1 | 8 | 0.0062
nor2_1 | 60 | 0.023
o21a_1 | 3 | 0.0023
mux2_4 | 20 | 0.031
o21ai_0 | 13 | 0.0067
inv_1 | 88 | 0.034
xnor2_1 | 58 | 0.052
nand2b_1 | 4 | 0.0026
nand3_1 | 7 | 0.0036
a21oi_1 | 21 | 0.011
ha_1 | 44 | 0.056
nor2b_1 | 6 | 0.0039
dfxtp_1 | 74 | 0.15
clkbuf_1 | 7 | 0.0027
and3_1 | 13 | 0.0083
nand4_1 | 20 | 0.013
nor4_1 | 5 | 0.0032
xor2_1 | 29 | 0.026
mux2_2 | 15 | 0.017
buf_2 | 4 | 0.0021
a21oi_2 | 5 | 0.0045
nor3_1 | 4 | 0.0021
a31oi_1 | 3 | 0.0019
fa_1 | 48 | 0.099
and2_1 | 4 | 0.0026
a22o_1 | 10 | 0.0090
[how the worst max path moves through the flow]
stage         depth (start not counted)    start  slack (ns)            endpoint
CTS                                  13  sin[20]        3.10      delay_time[22]
global route                         13  sin[20]        2.83  new_delay_time[22]
finish                               13  sin[20]        3.08      delay_time[22]
Power and IR drop assume default switching activity.
