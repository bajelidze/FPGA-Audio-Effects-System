[./config.mk]
export PLATFORM = sky130hd
export DESIGN_NAME = echo_controller
export DESIGN_NICKNAME = echo_controller
export VERILOG_FILES = /design/flow/design.v
export SDC_FILE = /design/flow/constraint.sdc
export NUM_CORES = 4
export LEC_CHECK = 1
export CORE_UTILIZATION = 50
[./constraint.sdc]
current_design echo_controller

set clk_period 13.4
set clk_io_pct 0.2

create_clock -name clk0 -period $clk_period [get_ports {CLK}]

set non_clock_inputs [all_inputs -no_clocks]
set_input_delay [expr $clk_period * $clk_io_pct] -clock clk0 $non_clock_inputs
set_output_delay [expr $clk_period * $clk_io_pct] -clock clk0 [all_outputs]
[./design.v]
module echo_controller(
	input key3,
	input key2,
	input [9:0] SW,
	input CLK,
	output [31:0] delay_time,
	output [31:0] delay_volume,
	output disabled
	);
	logic key3State = 1;
	logic key2State = 1;
	logic flag = 0;
	logic [31:0] delay_time_num = 64;
	always @(posedge CLK)begin
		if(flag == 0)begin
			flag = 1;
			delay_time = 32767;
			delay_volume = 1;  
		end
		else begin
			if(SW[3:0] == 4)begin	 
				if(key3State == 0 && key3 == 1)begin
					key3State = 1;
				end
				else if(key3State == 1 && key3 == 0)begin
					if(delay_time_num > 4)begin
						delay_time_num = delay_time_num - 4;
						delay_time = (delay_time_num * 65535) >>> 7;
					end
					key3State = 0;
				end
				if(key2State == 0 && key2 == 1)begin
					key2State = 1;
				end
				else if(key2State == 1 && key2 == 0)begin
					if(delay_time_num < 128)begin
						delay_time_num = delay_time_num + 4;
						delay_time = (delay_time_num * 65535) >>> 7;
					end
					key2State = 0;
				end
			end
			else if(SW[3:0] == 5)begin	 
				if(key3State == 0 && key3 == 1)begin
					key3State = 1;
				end
				else if(key3State == 1 && key3 == 0)begin
					if(delay_volume > 1)begin
						delay_volume = delay_volume - 1; 
					end
					key3State = 0;
				end
				if(key2State == 0 && key2 == 1)begin
					key2State = 1;
				end
				else if(key2State == 1 && key2 == 0)begin
					if(delay_volume < 6)begin
						delay_volume = delay_volume + 1; 
					end
					key2State = 0;
				end
			end
			if(SW[6] == 0)begin
				disabled = 1;
			end
			else begin
				disabled = 0;
			end
		end
	end
endmodule
[./run.sh]
#!/bin/bash
# OpenROAD 26Q1-2900-gdf79404cd8, Yosys 0.63+post, stock flow scripts
make -C /OpenROAD-flow-scripts/flow DESIGN_CONFIG=/design/flow/config.mk WORK_HOME=/design/flow/orfs finish
==> results.sh <==
# source this file to load flow results
export IMPL_timing_rr_end="delay_time[19]"
export IMPL_rsz0062_at_grt="false"
export IMPL_post_cts_resized=0
export IMPL_stdcell_area_mm2=0.0206
export IMPL_vias=13800
export IMPL_lay_top_count="inv_1"
export IMPL_cts_tree="built"
export IMPL_drt_iter0_markers=671
export IMPL_diodes=0
export IMPL_final_util_pct=54.9
export IMPL_synth_area_per_cell_um2=9.32
export IMPL_gr_total_overflow=0
export IMPL_die_h_um=197
export IMPL_finalCritPeriodShare_pct=93.2
export IMPL_drtAntennaViolNets=0
export IMPL_setup_viol=0
export IMPL_path_delay_family="adder cells"
export IMPL_antenna_found_initial=0
export IMPL_initial_core_util_pct=50.7
export IMPL_most_common_layout_cells="503 x inv_1, 355 x fa_1, 150 x xnor2_1"
export IMPL_dpl_hpwl_mm=45.4
export IMPL_root_buffer="clkbuf_16"
export IMPL_wire_per_inst_um=19.8
export IMPL_slew_viol_final=0
export IMPL_r2r_slack_ns=1.59
export IMPL_crit_fanout=11
export IMPL_gp_congestion=0.994
export IMPL_wl_mm=51.7
export IMPL_status="completed"
export IMPL_finalPower_mw=3.15
export IMPL_ff2ff_path_depth=33
export IMPL_whs_path_depth=2
export IMPL_synth_edff_count=33
export IMPL_powerDensity_mw_per_mm2=153
export IMPL_finClkSkew_ns=0.0106
export IMPL_yosys_warnings=9
export IMPL_grt_max_degree=40
export IMPL_holdPathEnd="delay_time[23]"
export IMPL_fp_dieW_um=197
export IMPL_fillerInstances=3399
export IMPL_rows=71
export IMPL_required_ns=13.68
export IMPL_p_leak_nw=9.50
export IMPL_ys_flop_type="dfxtp_1"
export IMPL_clk_latency_ns=0.37
export IMPL_worst_path_buf_inv=7
export IMPL_dp_cells=2592
export IMPL_post_dp_cell_area_mm2=0.0204
export IMPL_r2r_start="delay_time_num[2]"
export IMPL_comb_area_mm2=0.0146
export IMPL_ios=78
export IMPL_cts_inserted_buffers=9
export IMPL_min_period_ns=12.49
export IMPL_cts_htree_levels=3
export IMPL_ctsHoldBuffers=0
export IMPL_drive_gt1_share_pct=3.96
export IMPL_cts_sinks=98
export IMPL_slew_headroom_pct=38.0
export IMPL_dieArea_mm2=0.0389
export IMPL_yosys_stat_area_mm2=0.0191
export IMPL_track_usage_pct=30.8
export IMPL_max_vdd_ir_drop_v=0.000188
export IMPL_grt_pass1_wl_mm=83.1
export IMPL_netlist_area_leader_share_pct=37.3
export IMPL_async_flop_share_pct=0
export IMPL_yosys_top_cells_area="fa_1 37%, inv_1 9.9%, ha_1 8.1%"
export IMPL_port_buffers=72
export IMPL_fmax_ghz=0.0801
export IMPL_grt_pass1_vias=14600
export IMPL_dr_pass1_iters=6
export IMPL_warning_count=33
export IMPL_clock_path_buffers=2
export IMPL_slowest_stage="xnor2_1"
export IMPL_via_per_inst=5.30
export IMPL_synth_seq_share_pct=12.0
export IMPL_post_cts_buffers=0
export IMPL_crit_path_end_kind="flop"
export IMPL_yosys_cell_types_count=83
export IMPL_fin_tns_setup_ns=0
export IMPL_fin_cells=2608
export IMPL_max_slew_worst_pin_slew_ns=0.918
export IMPL_worstPathArrival_ns=12.76
export IMPL_ys_cells=2044
export IMPL_crit_path_max_incr_delay_ns=0.66
export IMPL_crit_type="input port to flop"
export IMPL_regArea_mm2=0.00229
export IMPL_yosys_area_top_type="fa_1"
export IMPL_clk_pin_slew_ns=0.08
export IMPL_drv_cap=0
export IMPL_postSynthCellCount=2044
export IMPL_syn_area_mm2=0.0191
export IMPL_numSynthFlops=98
export IMPL_cpMostUsedCell="inv_1"
export IMPL_hold_violations=0
export IMPL_hp_class="flop to flop"
export IMPL_worstSetupStartpointType="input port"
export IMPL_core_area_mm2=0.0376
export IMPL_hold_path_startpoint="delay_time[23]"
export IMPL_drc=0
export IMPL_syn_to_final_growth_pct=8.25
==> worst max-delay path by stage <==
stage                 cells past startpoint             end  startpoint
after CTS                                31  delay_time[19]        key3
after global routing                     31  delay_time[19]        key3
final                                    31  delay_time[19]        key3
==> logic make-up (layout without fill, tap and decap cells) <==
| logic type | count (synthesis) | after routing | share of synthesized area [%] |
|---|---|---|---|
| other | 1 | 1 | 0.0197 |
| multiplexers | 7 | 7 | 0.381 |
| AND/OR/NAND/NOR | 429 | 429 | 11.6 |
| XOR/XNOR | 215 | 215 | 9.92 |
| buffers and inverters | 569 | 622 | 11.4 |
| flip-flops | 98 | 98 | 12.0 |
| adder cells (fa/ha/maj) | 480 | 480 | 45.5 |
| AND-OR/OR-AND | 245 | 245 | 9.13 |
==> synth_stat cells, types with 18 or more instances <==
| master | instances |
|---|---|
| ha_1 | 123 |
| clkbuf_1 | 45 |
| a21oi_1 | 43 |
| nand4_1 | 21 |
| nand3_1 | 30 |
| o21ai_0 | 34 |
| xor2_1 | 64 |
| a21o_1 | 27 |
| nor2_1 | 123 |
| dfxtp_1 | 65 |
| edfxtp_1 | 33 |
| xnor2_1 | 150 |
| nor4_1 | 26 |
| fa_1 | 355 |
| o211ai_1 | 18 |
| nor3_1 | 36 |
| nand2_1 | 87 |
| inv_1 | 503 |
==> report_power, final <==
group	internal (mW)	switching [mW]
Combinational	1.03	1.55
Clock	0.129	0.125
Sequential	0.310	0.00467
Total	1.47	1.68
==> layout make-up <==
cell class,count,area share (%)
Sequential cell,98,11.1
Inverter,506,9.21
Tap cell,511,3.10
Multi-Input combinational cell,1377,70.7
Clock inverter,6,0.230
Timing Repair Buffer,100,4.51
Clock buffer,10,1.11
==> worst register-to-register path: cells and delay by family (launching register included) <==
family / cells / cell delay [ns]
buf+inv: 7 / 0.88
fa+ha+maj: 9 / 4.33
mux: 1 / 0.35
xor+xnor: 2 / 0.83
flops: 1 / 0.71
simple gates: 5 / 1.60
compound gates: 9 / 3.02
==> registers in the layout, indices dropped and copies added (netlist names) <==
name / flops
delay_volume: 32
flag: 1
delay_time_num: 30
key3State: 1
disabled: 1
key2State: 1
delay_time: 32
==> stage by stage <==
stage	hold WS (ns)	setup WS, ns
6_report	0.466	0.915
5_1_grt	0.499	0.149
4_1_cts	0.469	1.08
3_5_place_dp	0.454	0.702
3_3_place_gp	0.448	0.811
2_1_floorplan	0.417	1.95
==> per-layer routing <==
layer | up-vias | routed length [um] | track usage, %
li1 | 6549 | - | -
met1 | 6665 | 21700 | 45.7
met2 | 546 | 21700 | 41.7
met3 | 50 | 6730 | 16.8
met4 | 2 | 1390 | 5.94
met5 | - | 55 | 1.15
